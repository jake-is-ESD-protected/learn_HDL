==> flow/design.v <==
module sevenseg
(
    input logic [3:0] bin,
    output logic [6:0] hex,
    output logic [6:0] hexn
);
always_comb begin : description_sevenseg
    case (bin)
        4'b0000 :   begin
                        hex = 7'b0111111;    
                        hexn = ~hex;
                    end
        4'b0001 :   begin
                        hex = 7'b0000110;    
                        hexn = ~hex;
                    end
        4'b0010 :   begin
                        hex = 7'b1011011;    
                        hexn = ~hex;
                    end    
        4'b0011 :   begin
                        hex = 7'b1001111;    
                        hexn = ~hex;
                    end    
        4'b0100 :   begin
                        hex = 7'b1100110;    
                        hexn = ~hex;
                    end    
        4'b0101 :   begin
                        hex = 7'b1101101;    
                        hexn = ~hex;
                    end    
        4'b0110 :   begin 
                        hex = 7'b1111101;    
                        hexn = ~hex;
                    end    
        4'b0111 :   begin
                        hex = 7'b0000111;    
                        hexn = ~hex;
                    end    
        4'b1000 :   begin
                        hex = 7'b1111111;    
                        hexn = ~hex;
                    end    
        4'b1001 :   begin
                        hex = 7'b1101111;    
                        hexn = ~hex;
                    end    
        4'b1010 :   begin
                        hex = 7'b1110111;    
                        hexn = ~hex;
                    end    
        4'b1011 :   begin
                        hex = 7'b1111100;    
                        hexn = ~hex;
                    end    
        4'b1100 :   begin
                        hex = 7'b0111001;    
                        hexn = ~hex;
                    end  
        4'b1101 :   begin
                        hex = 7'b1011110;    
                        hexn = ~hex;
                    end
        4'b1110 :   begin
                        hex = 7'b1111001;    
                        hexn = ~hex;
                    end    
        4'b1111 :   begin
                        hex = 7'b1110001;    
                        hexn = ~hex;
                    end    
    endcase
end
endmodule
==> flow/run.sh <==
#!/bin/bash
# OpenROAD 26Q1-2900-gdf79404cd8, Yosys 0.63+post, stock flow scripts
make -C /OpenROAD-flow-scripts/flow DESIGN_CONFIG=/design/flow/config.mk WORK_HOME=/design/flow/orfs finish
==> flow/config.mk <==
export PLATFORM = sky130hd
export DESIGN_NAME = sevenseg
export DESIGN_NICKNAME = sevenseg
export VERILOG_FILES = /design/flow/design.v
export SDC_FILE = /design/flow/constraint.sdc
export NUM_CORES = 4
export LEC_CHECK = 1
export CORE_AREA = 10 10 70 70
export DIE_AREA = 0 0 80 80
==> flow/constraint.sdc <==
current_design sevenseg

set clk_period 1.1
set clk_io_pct 0.2

create_clock -name clk0 -period $clk_period

set non_clock_inputs [all_inputs -no_clocks]
set_input_delay [expr $clk_period * $clk_io_pct] -clock clk0 $non_clock_inputs
set_output_delay [expr $clk_period * $clk_io_pct] -clock clk0 [all_outputs]
==> impl_metrics.csv <==
group,metric,value,unit
outcome,status,"complete, but fails checks",
outcome,violations,"negative setup slack",
final_timing,holdWs,0.879,ns
floorplan,core,3420,µm²
placement,gp_congestion,0.782,
routing,vias,446,
final_timing,fmax,777,MHz
routing,wl_per_cell,10.3,µm
layout,flops,0,
floorplan,chip_area,6400,µm²
global_route,grt_usage,3.81,%
yosys,top_area_share,7.41,%
yosys,syn_inst,40,
layout,area.growth.synth_to_final,166,%
pwr,vdd_ir_drop_max,0.0919,mV
global_route,grt_pass1_wl,2.08,mm
yosys,yosys_warnings,1,
yosys,syn_area,304,µm²
layout,final_util,23.7,%
flow_run,cap_violations,0,
setup_path,critPathMaxStageDelay,0.16,ns
routing,drtPass1Iterations,2,
final_timing,worst_pin_slew,0.251,ns
yosys,yosysSeqAreaShare,0,%
setup_path,cp-start-kind,"primary input",
setup_path,criticalPathCategory,"in2out",
global_route,overflow,0,
floorplan,fp.dieW,80,µm
setup_path,worstPathRequired,0.88,ns
setup_path,path_cells,"buf_8, buf_8, buf_12, o21ai_2, a21o_1, buf_4, inv_2, buf_2",
worst_hold_path,hold_class,"in2out",
routing,viasPerCell,3.54,
setup_path,cp-end-kind,"output port",
placement,dp_hpwl,869,µm
flow_run,warnings,34,
floorplan,boundaryPins,18,
placement,place_inst,106,
setup_path,slowest_stage,"a21o_1",
layout,layoutNonFillerInstCount,126,
yosys,synth.avg_cell_area,7.60,µm²
pwr,power_leakage,0.369,nW
routing,drc_errors,0,
setup_path,cp_data_arrival_time,1.07,ns
routing,drt-initial-drc-count,5,
pwr,power-per-cell-area,401,nW/µm²
global_route,antenna_found_initial,0,
layout,register_area,0,µm²
final_timing,drv_slew,0,
routing,insertedDiodeCount,0,
layout,clkbuf_count,0,
final_timing,finalCritPeriodShare,117,%
floorplan,die_h,80,µm
yosys,ys_cells,40,
layout,drive_gt1_share,77.5,%
global_route,grt_max_degree,7,
placement,io_buffers,18,
routing,antenna_left,0,
global_route,grt_pass1_vias,437,
final_timing,finalSetupViolations,14,
floorplan,initial_utilization,8.90,%
yosys,top_area_cell,"buf_6",
final_timing,setup_tns,-1.56,ns
final_timing,slew_headroom,83.3,%
yosys,ys_chip_area,304,µm²
yosys,synth.area.top_cells,"buf_6 (7.4%), nand2b_1 (6.2%), nor3b_4 (6.2%)",
final_timing,final_hold_viol_count,0,
cts,cts-hold-fix-buffers,0,
final_timing,period_needed,1.29,ns
routing,drt-total-wl,1.30,mm
setup_path,worstPathMaxFanout,6,
final_timing,rsz0062_at_grt,"yes",
final_timing,finalWorstSetupSlack,-0.188,ns
setup_path,critPathMostFrequentCell,"buf_8",
yosys,synth.distinct_cells,29,
floorplan,row_count,21,
placement,pre_cts_ws,-0.983,ns
yosys,top_cell,"nand2b_1",
[metrics by stage]
step	total power [mW]	area, µm²
final	0.324	808
after global routing	0.352	808
after CTS	0.287	722
after detailed placement	0.235	564
after global placement	0.231	564
after floorplan	0.0992	304
[cells in the final DEF, fill, tap and decap left out]
master and n:
a211oi_4 1, a21boi_2 1, a21o_1 2, a21oi_1 1
a21oi_2 3, a22oi_2 1, and2_1 1, and2b_4 1
buf_12 4, buf_2 12, buf_4 13, buf_6 10
buf_8 4, clkbuf_2 1, inv_1 1, inv_2 1
mux2_4 1, mux2i_1 1, nand2_1 1, nand2_4 1
nand2b_1 2, nand2b_4 1, nand3_1 1, nor2_4 1
nor3_4 1, nor3b_4 1, o21a_1 2, o21ai_1 2
o21ai_2 2, o21ba_4 1, o22a_1 2, o22ai_1 1
o22ai_2 1, xor2_1 1
[final cells by class]
cell class                 count  area [µm²]
fill                         366        2610
timing repair buffer          44         415
multi-input combinational     34         328
tap                           46        57.6
inverter                       2        7.51
[power breakdown]
part           switching (mW)  internal (mW)
combinational           0.119          0.205
sequential                  0              0
clock                       0              0
total                   0.119          0.205
[path summary, 6_finish.rpt]
check,slack (ns),end,start,cells past startpoint
min,0.88,hexn[2],bin[0],4
max,-0.19,hex[4],bin[2],8
[cells by family after synthesis]
family	count (synthesis)	synth area share (%)
buf+inv	6	14.0
compound gates	20	47.7
mux	2	8.23
simple gates	11	27.2
xor+xnor	1	2.88
[routing by layer]
| layer | vias to the layer above | track usage [%] | share of wire [%] |
|---|---|---|---|
| li1 | 225 | - | - |
| met1 | 213 | 4.36 | 39 |
| met2 | 8 | 7.22 | 53 |
| met3 | 0 | 1.02 | 7.2 |
| met4 | 0 | 0 | 0 |
| met5 | - | 0 | 0 |
[worst max-delay path, delay by kind of cell]
family / cells / cell delay (ns)
AOI/OAI and AO/OA: 2 / 0.26
buffers and inverters: 6 / 0.59
[what timing repair did]
item,4_1_cts,5_1_grt
endpoints found under the hold margin,0,0
buffers inserted,16,5
gates cloned,0,0
gates resized,80,17
pin swaps,12,13
endpoints found under the setup margin,14,14
Power figures rest on the tool's default switching activity, not on a simulated workload.
