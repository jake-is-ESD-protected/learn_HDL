==> flow/design.v <==
module alu
#(
    parameter WORDSIZE = 16
)
(
    input logic [WORDSIZE-1:0] x,
    input logic [WORDSIZE-1:0] y,
    input logic zx,
    input logic nx,
    input logic zy,
    input logic ny,
    input logic f,
    input logic no,
    output logic [WORDSIZE-1:0] out,
    output logic zr,
    output logic ng
);
logic [WORDSIZE-1:0] x_temp;
logic [WORDSIZE-1:0] y_temp;
logic [WORDSIZE-1:0] out_temp;
always_comb begin
    x_temp = x;
    if(zx) begin
        x_temp = 0;
    end
    if(nx) begin
        x_temp = ~x_temp;
    end
    y_temp = y;
    if(zy) begin
        y_temp = 0;
    end
    if(ny) begin
        y_temp = ~y_temp;
    end
    if(f) begin
        out_temp = x_temp + y_temp;    
    end
    else begin
        out_temp = x_temp & y_temp;
    end
    out = out_temp;
    if(no) begin
        out = ~out_temp;
    end
    zr = 1'b0;
    if(out_temp == 0) begin
        zr = 1'b1;
    end
    ng = 1'b0;
    if(out[WORDSIZE-1] == 1) begin
        ng = 1'b1;
    end
end
endmodule
module dreg
#(
    parameter W  = 16
)
(
    input logic rst_n,           
    input logic clk50m,          
    input logic load,            
    input logic [W-1:0] d,       
    output logic [W-1:0] q       
);
logic [W-1:0] q_new;
always_ff @( negedge rst_n or posedge clk50m ) begin
    if(!rst_n) begin
        q <= '0;         
    end
    else if(load) begin
        q <= d;          
    end
    else begin
        q <= q;          
    end
end
endmodule
module pcount
#(
    parameter W  = 15
)
(
    input logic rst_n,           
    input logic clk50m,          
    input logic load,            
    input logic inc,             
    input logic [W-1:0] cnt_in,  
    output logic [W-1:0] cnt     
);
logic [W-1:0] cnt_new;
always_ff @( negedge rst_n or posedge clk50m ) begin
    if(!rst_n) begin
        cnt <= 1'b0;         
    end
    else if(load) begin
        cnt <= cnt_in;       
    end
    else if(inc) begin
        cnt <= (cnt + 1);    
    end
    else begin
        cnt <= cnt;          
    end    
end
endmodule
module cpu
#(
    parameter DW  = 16,
    parameter AW  = 15,
    parameter PW  = 15
)
(
    input logic rst_n,               
    input logic clk50m,              
    input logic [DW-1:0]instr,       
    input logic [DW-1:0]inM,         
    output logic writeM,             
    output logic [DW-1:0] outM,      
    output logic [AW-1:0] addressM,  
    output logic [PW-1:0] pc         
);
logic instr_type;
logic [DW-1:0]instr_v;
logic cmd_a;
logic cmd_c1;
logic cmd_c2;
logic cmd_c3;
logic cmd_c4;
logic cmd_c5;
logic cmd_c6;
logic cmd_d1;
logic cmd_j1;
logic cmd_j2;
logic cmd_j3;
logic dload;
logic mload;
instr_demux #(.DW (DW)) instr_demux (
    .cmd_d2 (dload),
    .cmd_d3 (mload),
    .*
);
logic [DW-1:0]d;
logic [DW-1:0]y;
logic [DW-1:0]alu_out;
logic alu_zr;
logic alu_ng;
alu #(.WORDSIZE (DW)) alu (
    .x (d),
    .y (y),
    .zx (cmd_c1),
    .nx (cmd_c2),
    .zy (cmd_c3),
    .ny (cmd_c4),
    .f  (cmd_c5),
    .no (cmd_c6),
    .out (alu_out),
    .zr (alu_zr),
    .ng (alu_ng)
);
logic aload;
logic [15:0]ad;
logic [DW-1:0]a;
dreg #(.W (DW)) a_reg (
    .load (aload),
    .d (ad),
    .q (a),
    .*
);
logic pc_load;
logic pc_inc;
logic [PW-1:0]a_at_count;
pcount #(.W (PW)) pcount (
    .load (pc_load),
    .inc (pc_inc),
    .cnt_in (a_at_count),
    .cnt (pc),
    .*
);
dreg #(.W (DW)) d_reg (
    .load (dload),
    .d (alu_out),
    .q (d),
    .*
);
logic [DW-1:0]m;
jmp_ctrl jmp_ctrl (
    .*
);
assign m = inM;
assign addressM = a;     
assign a_at_count = a;   
assign writeM = mload;
assign outM = alu_out;
always_comb begin
    if(instr_type) begin
        aload = cmd_d1;
        ad = alu_out;
    end
    else begin
        aload = 1'b1;
        ad = instr_v;
    end
    if(cmd_a) begin
        y = m;
    end
    else begin
        y = a;
    end
end
endmodule
module instr_demux
#(
    parameter DW = 16
)
(
    input logic [DW-1:0] instr,
    output logic instr_type,
    output logic [DW-1:0]instr_v,
    output logic cmd_a,
    output logic cmd_c1,
    output logic cmd_c2,
    output logic cmd_c3,
    output logic cmd_c4,
    output logic cmd_c5,
    output logic cmd_c6,
    output logic cmd_d1,
    output logic cmd_d2,
    output logic cmd_d3,
    output logic cmd_j1,
    output logic cmd_j2,
    output logic cmd_j3
);
logic [DW-1:0] instr_v_temp;
always_comb begin
    instr_type = instr[DW-1];
    instr_v_temp = instr;
    instr_v_temp[DW-1] = 1'b0;
    instr_v = instr_v_temp;
    if(instr_type == 1'b0) begin
        cmd_a =  1'b0;
        cmd_c1 = 1'b0;
        cmd_c2 = 1'b0;
        cmd_c3 = 1'b0;
        cmd_c4 = 1'b0;
        cmd_c5 = 1'b0;
        cmd_c6 = 1'b0;
        cmd_d1 = 1'b0;
        cmd_d2 = 1'b0;
        cmd_d3 = 1'b0;
        cmd_j1 = 1'b0;
        cmd_j2 = 1'b0;
        cmd_j3 = 1'b0;
    end
    else begin
        cmd_a =  instr[12];
        cmd_c1 = instr[11];
        cmd_c2 = instr[10];
        cmd_c3 = instr[9];
        cmd_c4 = instr[8];
        cmd_c5 = instr[7];
        cmd_c6 = instr[6];
        cmd_d1 = instr[5];
        cmd_d2 = instr[4];
        cmd_d3 = instr[3];
        cmd_j1 = instr[2];
        cmd_j2 = instr[1];
        cmd_j3 = instr[0];
    end
end
endmodule
module jmp_ctrl
(
    input logic cmd_j1,
    input logic cmd_j2,
    input logic cmd_j3,
    input logic alu_zr,
    input logic alu_ng,
    output logic pc_load,
    output logic pc_inc
);
logic [2:0]cmd_j;
assign cmd_j = {cmd_j1, cmd_j2, cmd_j3};
always_comb begin
    pc_load = 1'b0;
    pc_inc = 1'b1;
    case(cmd_j)
        3'b001: begin
            if((~alu_ng) && (~alu_zr)) begin
                pc_load = 1'b1;
                pc_inc = 1'b0;
            end
        end
        3'b010: begin
            if(alu_zr) begin
                pc_load = 1'b1;
                pc_inc = 1'b0;
            end
        end
        3'b011: begin
            if((~alu_ng) || alu_zr) begin
                pc_load = 1'b1;
                pc_inc = 1'b0;
            end
        end
        3'b100: begin
            if(alu_ng) begin
                pc_load = 1'b1;
                pc_inc = 1'b0;
            end
        end
        3'b101: begin
            if(~alu_zr) begin
                pc_load = 1'b1;
                pc_inc = 1'b0;
            end
        end
        3'b110: begin
            if(alu_ng || alu_zr) begin
                pc_load = 1'b1;
                pc_inc = 1'b0;
            end
        end
        3'b111: begin
            pc_load = 1'b1;
            pc_inc = 1'b0;
        end
    endcase
end
endmodule
==> flow/run.sh <==
#!/bin/bash
# OpenROAD 26Q1-2900-gdf79404cd8, Yosys 0.63+post, stock flow scripts
make -C /OpenROAD-flow-scripts/flow DESIGN_CONFIG=/design/flow/config.mk WORK_HOME=/design/flow/orfs finish
==> flow/config.mk <==
export PLATFORM = sky130hd
export DESIGN_NAME = cpu
export DESIGN_NICKNAME = cpu
export VERILOG_FILES = /design/flow/design.v
export SDC_FILE = /design/flow/constraint.sdc
export NUM_CORES = 4
export LEC_CHECK = 1
export CORE_UTILIZATION = 50
==> flow/constraint.sdc <==
current_design cpu

set clk_period 11.1
set clk_io_pct 0.2

create_clock -name clk0 -period $clk_period [get_ports {clk50m}]

set non_clock_inputs [all_inputs -no_clocks]
set_input_delay [expr $clk_period * $clk_io_pct] -clock clk0 $non_clock_inputs
set_output_delay [expr $clk_period * $clk_io_pct] -clock clk0 [all_outputs]
==> flow_summary.toml <==
# implementation run metrics
[synth]
synth.logic.top_family = "AND-OR/OR-AND gates"
synth_seq_share = 0.270
avgSynthCellArea_sq_um = 8.26
postSynthCellCount = 527
adder_share = 0.0535
synthFlopType = "dfrtp_1"
yosys_warnings = 6
ys_sh_mux = 0.126
ys_area_sq_um = 4350
synth.cellmix.compoundShare = 0.205
ys_sh_simple = 0.170
ys_types = 61
xor_share = 0.103
ys_ff = 47
edf_count = 0
synth_async_sr_flop_share = 1.00
synth_area_sq_um = 4350
ys_cells = 527

[flow_run]
warning_count = 26
drv_cap = 0

[clocking]
clock_path_buffers = 2
postCtsHoldBufs = 0
cts-root-buf = "clkbuf_8"
insertion_delay_ns = 0.30
h-tree-depth = 2
cts_resized = 0
cts_buffers = 5
clkSinkCount = 47
cts_setup_buffers = 0
cts.clk_slew.worst_paths_ns = 0.09
cts_tree = "done"

[power_and_ir_drop]
switchingPower_uw = 468
leakage_uw = 0.00219
internal-power_uw = 718
p_seq_frac = 0.253
p_per_area_nw_per_um2 = 229
comb_power_share = 0.620
power.share.clock = 0.127
ir_drop_mv = 0.117
switching_share = 0.395

[grt]
grt_max_degree = 59
grt_usage = 0.270
first_global_vias = 3490
globalRouteOverflowTotal = 0
grt_pass1_wl_um = 18200
antenna_found_initial = 0

[floorplanning]
rows = 33
die-area_sq_um = 9080
fp_util = 0.524
coreArea_sq_um = 8300
die_x_um = 95.3
io_pins = 81
dieHeight_um = 95.3

[critical_path]
endpoint_kind = "output port"
required_ns = 8.88
reg2reg_from = "a_reg.q[0]"
cp_slowest_stage_delay_ns = 0.93
critical_path.cell_chain = "clkdlybuf4s50_1, nor2b_1, and2_0, a21oi_1, o21ai_0, a21oi_1, ha_1, inv_1, fa_1, nor2b_4, o31a_1, o211a_1, or4_1, nand3_1, xnor2_1, clkdlybuf4s50_1"
critPathLaunchType = "input port"
crit_path_top_delay_cell = "clkdlybuf4s50_1"
r2r_cells = 16
crit_buf_inv = 3
cp_top_family = "buffers and inverters"
crit_type = "in -> out"
reg2reg_to = "pcount.cnt[1]"
arrival_ns = 7.00
r2r_slack_ns = 6.66
critPathMaxFanout = 23

[final_timing]
fin_hold_ws_ns = 0.499
skew_ns = 0.0120
fmax_mhz = 108
period_needed_ns = 9.22
fin_ws_ns = 1.88
tightest_slew_ns = 0.952
rsz0062_at_grt = "false"
slew_viol_final = 0
setup_tns_ns = 0
relSlewSlack = 0.364
setup_viol = 0
hold_viol = 0
finalCritPeriodShare = 0.830

[route]
ant_nets = 0
drc = 0
drtPass1Iterations = 5
num_vias = 3961
first_iter_violations = 197
avgRoutedWirePerCell_um = 16.8
finalWirelength_um = 11500
via_per_inst = 5.78
antenna_cells = 0

[worst_hold_path]
hold_end = "d_reg.q[15]"
hp-class = "reg -> reg"
holdCritStartpoint = "d_reg.q[15]"
holdPathStages = 2

[cells_and_area]
fin_area_sq_um = 5190
lay_top_cells = "clkdlybuf4s50_1 (78), a21oi_1 (75), nor2_1 (60)"
drive_gt1_frac = 0.0948
lay_top_count = "clkdlybuf4s50_1"
final_util = 0.625
syn2layout_area_growth_pct = 19.2

[placed_design]
place_ws_ns = 1.92
placed_area_sq_um = 5050
portBuffers = 80
dpl.hpwl_um = 8730
gp_congestion = 0.952

[run_status]
outcome = "completed"
## cells in the mapped netlist, drive strengths merged (2+ instances only)
cell type,count,area share
or3,3,0.0055
xor2,32,0.064
a31oi,5,0.011
nand3,7,0.0080
a21boi,3,0.0052
nand2,54,0.047
o21a,5,0.0086
a221oi,2,0.0040
nor3b,4,0.0069
nor2,60,0.052
mux2i,20,0.046
nand4,4,0.0057
nor3,6,0.0069
and3,5,0.0072
a211oi,2,0.0034
ha,17,0.049
o31a,2,0.0043
o211ai,5,0.0098
o211a,2,0.0046
mux2,28,0.080
o21ai,36,0.044
and2,4,0.0063
nand3b,2,0.0034
a21oi,75,0.086
clkbuf,20,0.022
buf,21,0.039
or4,3,0.0052
inv,13,0.011
dfrtp,47,0.27
nor2b,4,0.0075
xnor2,19,0.038
## worst register-to-register path, cell delays in order (launching register included)
cell     delay (ns)
dfrtp_1        0.46
a21oi_1        0.14
o21ai_0        0.10
a21oi_1        0.23
ha_1           0.26
inv_1          0.07
fa_1           0.43
nor2b_4        0.15
o31a_1         0.23
o21ai_0        0.18
a31oi_4        0.28
and3_1         0.21
nand3_1        0.10
nor4_2         0.34
a31oi_1        0.18
o21ai_4        0.57
mux2_2         0.41
## state kept, by name (all words and copies together) (netlist names)
name / count
a_reg.q: 16
d_reg.q: 16
pcount.cnt: 15
## final cells by class
cell class | instances | area, sq um
clock inverter | 2 | 60.1
timing repair buffer | 86 | 836
inverter | 13 | 48.8
clock buffer | 6 | 72.6
fill | 712 | 3110
sequential | 47 | 1180
tap | 105 | 131
multi-input combinational | 426 | 2860
## power by group through the flow
stage | clock, uW | sequential, uW | combinational [uW]
finish | 151 | 300 | 736
global route | 162 | 310 | 822
CTS | 153 | 300 | 736
## worst max-delay path by stage
stage	startpoint	to	depth (start not counted)
CTS	instr[8]	outM[14]	16
global route	instr[8]	outM[12]	14
finish	instr[8]	outM[14]	16
## routing by layer
| metal | up-vias | part of all wire | routed length (um) | track usage |
|---|---|---|---|---|
| li1 | 1946 | - | - | - |
| met1 | 1873 | 0.48 | 5520 | 0.436 |
| met2 | 133 | 0.44 | 5120 | 0.418 |
| met3 | 9 | 0.067 | 777 | 0.0316 |
| met4 | 0 | 0.0086 | 99 | 0.0139 |
| met5 | - | 0 | 0 | 0 |
## metrics by stage
| stage | instances | total power [uW] |
|---|---|---|
| finish | 685 | 1190 |
| global route | 685 | 1290 |
| CTS | 685 | 1190 |
| detailed placement | 677 | 1040 |
| global placement | 677 | 1030 |
| floorplan | 527 | 781 |
## kinds of logic (layout without fill, tap and decap cells)
| group | count (synthesis) | after routing |
|---|---|---|
| xor+xnor | 51 | 51 |
| compound gates | 149 | 149 |
| mux | 48 | 48 |
| simple gates | 160 | 160 |
| buf+inv | 54 | 107 |
| flops | 47 | 47 |
| fa+ha+maj | 18 | 18 |
Power is estimated from default activity; no workload was simulated.
